$ cat design/flow/run.sh
#!/bin/bash
# OpenROAD 26Q1-2900-gdf79404cd8, Yosys 0.63+post, stock flow scripts
make -C /OpenROAD-flow-scripts/flow DESIGN_CONFIG=/design/flow/config.mk WORK_HOME=/design/flow/orfs finish
$ cat design/flow/config.mk
export PLATFORM = sky130hd
export DESIGN_NAME = reset_control
export DESIGN_NICKNAME = reset_control
export VERILOG_FILES = /design/flow/design.v
export SDC_FILE = /design/flow/constraint.sdc
export NUM_CORES = 4
export LEC_CHECK = 1
export CORE_AREA = 10 10 70 70
export DIE_AREA = 0 0 80 80
$ cat design/flow/constraint.sdc
current_design reset_control

set clk_period 1.3
set clk_io_pct 0.2

create_clock -name clk0 -period $clk_period [get_ports {clk}]

set non_clock_inputs [all_inputs -no_clocks]
set_input_delay [expr $clk_period * $clk_io_pct] -clock clk0 $non_clock_inputs
set_output_delay [expr $clk_period * $clk_io_pct] -clock clk0 [all_outputs]
$ cat design/flow/design.v
parameter board=1;
module reset_control
(
 input wire  clk,
 input wire  reset_in,
 output wire reset_n
);
   reg [5:0] reset_count = 0;
   assign reset_n = &reset_count;
   always @(posedge clk)
     if (reset_in)
       reset_count <= 'b0;
     else
       reset_count <= reset_count + !reset_n;
endmodule
==> flow_summary_export.csv <==
group,metric,value,unit
run_status,outcome,"finished, violations left",
run_status,violations,"negative setup slack",
yosys,synth_area,259.0,um2
pwr,swShare,21.75,%
min_path,worstHoldStart,"reset_count[4]$_SDFF_PP0_",
clocking,cts_buffers,3,
pwr,p_leak,0.1631,nW
global_routing,use_met2,2.327,%
yosys,synth.most_common_cell,"dfxtp_1",
place,port_buffers,2,
setup_path,crit_fanout,2,
timing,grt_setup_unrepaired,"yes",
clocking,root_buffer,"clkbuf_4",
pwr,peakVddDrop,0.0005488,V
min_path,hold_path.class,"flop to flop",
pwr,p_seq_share,46.9,%
timing,timing.final.hold_violations,0,
global_routing,met1_usage,2.397,%
clocking,clk_pin_slew,0.04,ns
detailed_routing,remaining_drc_errors,0,
timing,slew-limit-headroom,86.39,%
timing,fin_crit,1.476,ns
yosys,synth_chip_area,259.0,um2
die,rows,21,
setup_path,cp.required,1.43,ns
place,dp_cells,82,
yosys,synth_flops,6,
global_routing,grt_use_total,1.854,%
yosys,synthFlopType,"dfxtp_1",
pwr,totalPowerFinal,0.4216,mW
yosys,synth_top_area_share,46.38,%
layout,top_regs,"reset_count: 6 flops",
yosys,ys_warn_count,1,
detailed_routing,wl_per_cell,5.943,um
pwr,combPwrFrac,13.0,%
global_routing,grt_use_met3,1.591,%
yosys,yosysCellCount,28,
global_routing,antenna_found_initial,0,
pwr,p_int,0.3298,mW
place,gp_congestion,0.7612,
timing,final.setup.worst_slack,-0.1759,ns
detailed_routing,num_antenna_cells,0,
yosys,avgSynthCellArea,9.250,um2
die,num_io_pins,3,
timing,max_slew.worst_pin.slew,0.2023,ns
global_routing,overflow,0,
timing,setup_viol,6,
clocking,clk_latency,0.24,ns
detailed_routing,drt_iter0_markers,0,
setup_path,worstReg2RegStart,"reset_count[5]$_SDFF_PP0_",
setup_path,startpoint,"reset_count[5]$_SDFF_PP0_",
layout,instances_no_fill,87,
setup_path,crit_path_start_kind,"flop",
die,die_w,80,um
timing,maxClockFrequency,677.6,MHz
yosys,synth_cell_types,13,
yosys,synth_cells,28,
detailed_routing,routed-via-count,223,
layout,top_register,"reset_count",
global_routing,top_usage_layer,"met1",
detailed_routing,drt_first_pass_iters,1,
die,chipHeight,80,um
setup_path,end_kind,"flop",
clocking,cts_tree,"yes",
clocking,h-tree-depth,1,
yosys,edf_count,0,
clocking,cts_buffer_depth,2,
pwr,netSwitchingPower,0.09171,mW
detailed_routing,drtAntennaViolNets,0,
clocking,clock_sinks,6,
yosys,synth_async_sr_flop_share,0,%
yosys,largest_area_cell,"dfxtp_1",
die,die_area,0.006400,mm2
detailed_routing,routed_wl,517,um
yosys,top_cells_by_area,"dfxtp_1 46%, ha_1 9.7%, xor2_1 6.8%",
layout,syn_to_final_growth,81.64,%
die,coreArea,0.003416,mm2
yosys,yosys-top-cells-count,"6 x dfxtp_1, 4 x nand2_1, 4 x nor2_1",
yosys,ys_seq_share,46.38,%
timing,slew_violations,0,
clocking,cts_hold_buf,0,
place,dp_hpwl,405.7,um
timing,period_used_share,113.5,%
pwr,clockPowerShare,40.1,%
timing,finClkSkew,0.002981,ns
die,fp_util,7.582,%
setup_path,worst-setup-path-type,"flop to flop",
layout,largest_register_ffs,6,
global_routing,grt_start_max_net_pins,6,
global_routing,grt_pass1_wl,938,um
detailed_routing,avgViaCountPerCell,2.563,
run,drv_cap,0,
run,warnings,28,
global_routing,grt_pass1_vias,233,
setup_path,arrival,1.61,ns
layout,drive_above_1_share,58.54,%
pwr,power_density,896.1,mW/mm2
## layout by cell type, fill, tap and decap left out, drive strengths merged
cell           netlist  final
nor2                 4      4
xor2                 2      2
nor4                 1      1
nand2                4      4
or3                  1      1
nand3                2      2
buf                  0      9
inv                  1      1
ha                   2      2
clkbuf               0      3
nor2b                2      2
xnor2                1      1
o21bai               1      1
nand2b               1      1
clkdlybuf4s50        0      1
dfxtp                6      6
## cells by family (layout without fill, tap and decap cells)
family / after synthesis / after routing / synth area share (%)
xor+xnor: 3 / 3 / 10.15
simple gates: 15 / 15 / 29.47
flops: 6 / 6 / 46.38
fa+ha+maj: 2 / 2 / 9.660
compound gates: 1 / 1 / 2.900
buf+inv: 1 / 14 / 1.448
## critical path, cell delays in order, from the launching register on
cell	delay [ns]
dfxtp_2	0.32
nand2_1	0.05
or3_4	0.40
ha_4	0.18
ha_4	0.16
nand3_2	0.07
xor2_1	0.15
nor2_1	0.05
## cell type report
type | count | area, um2
Inverter | 1 | 3.754
Sequential cell | 6 | 127.6
Fill cell | 395 | 2945
Clock buffer | 3 | 22.52
Timing Repair Buffer | 10 | 81.33
Multi-Input combinational cell | 21 | 177.7
Tap cell | 46 | 57.56
## power groups by stage
stage         Sequential (mW)  Clock [mW]  Combinational (mW)
finish                  0.198       0.169              0.0547
global route            0.198       0.195              0.0592
CTS                     0.198       0.177              0.0550
## layer usage
metal,routed length (um),up-vias
met4,0,0
met1,277,99
met5,0,-
met2,192,6
li1,-,118
met3,46,0
## final timing paths
check | to | slack (ns) | cells after the start
max | reset_count[4]$_SDFF_PP0_ | -0.18 | 7
min | reset_count[4]$_SDFF_PP0_ | 0.58 | 3
max reg2reg | reset_count[4]$_SDFF_PP0_ | -0.18 | 7
min reg2reg | reset_count[4]$_SDFF_PP0_ | 0.58 | 3
## what timing repair did
item	4_1_cts	5_1_grt
resized	7	1
setup endpoints to repair	6	6
buffers inserted	2	0
pin swaps	3	1
## metrics by stage
step | hold slack (ns) | util, % | instance area (um2) | TNS, ns | setup slack [ns]
2_1_floorplan | 0.3242 | - | 296.5 | -0.3858 | -0.1335
5_1_grt | 0.6054 | 13.77 | 470.5 | -1.098 | -0.2357
6_report | 0.5805 | 13.77 | 470.5 | -0.7540 | -0.1759
3_3_place_gp | 0.5748 | 12.27 | 419.2 | -0.7866 | -0.2673
4_1_cts | 0.5843 | 13.59 | 464.2 | -0.8417 | -0.1877
3_5_place_dp | 0.5698 | 12.27 | 419.2 | -0.7984 | -0.2653
No activity file was given, so power comes from the tool's default toggle rates.
